[flow/run.sh]
#!/bin/bash
# OpenROAD 26Q1-2900-gdf79404cd8, Yosys 0.63+post, stock flow scripts
make -C /OpenROAD-flow-scripts/flow DESIGN_CONFIG=/design/flow/config.mk WORK_HOME=/design/flow/orfs finish
[flow/config.mk]
export PLATFORM = sky130hd
export DESIGN_NAME = ps2_sb_ctrl
export DESIGN_NICKNAME = ps2_sb_ctrl
export VERILOG_FILES = /design/flow/design.v
export SDC_FILE = /design/flow/constraint.sdc
export NUM_CORES = 4
export LEC_CHECK = 1
export CORE_UTILIZATION = 50
[flow/constraint.sdc]
current_design ps2_sb_ctrl

set clk_period 3.1
set clk_io_pct 0.2

create_clock -name clk0 -period $clk_period [get_ports {clk_i}]

set non_clock_inputs [all_inputs -no_clocks]
set_input_delay [expr $clk_period * $clk_io_pct] -clock clk0 $non_clock_inputs
set_output_delay [expr $clk_period * $clk_io_pct] -clock clk0 [all_outputs]
[flow/design.v]
package alu_opcodes_pkg;
localparam ALU_OP_WIDTH = 5;
localparam ALU_ADD  = 5'b00000;
localparam ALU_SUB  = 5'b01000;
localparam ALU_XOR  = 5'b00100;
localparam ALU_OR   = 5'b00110;
localparam ALU_AND  = 5'b00111;
localparam ALU_SRA  = 5'b01101;   
localparam ALU_SRL  = 5'b00101;   
localparam ALU_SLL  = 5'b00001;   
localparam ALU_LTS  = 5'b11100;   
localparam ALU_LTU  = 5'b11110;   
localparam ALU_GES  = 5'b11101;   
localparam ALU_GEU  = 5'b11111;   
localparam ALU_EQ   = 5'b11000;   
localparam ALU_NE   = 5'b11001;   
localparam ALU_SLTS = 5'b00010;   
localparam ALU_SLTU = 5'b00011;   
endpackage
package csr_pkg;
  localparam CSR_RW          = 3'b001;
  localparam CSR_RS          = 3'b010;
  localparam CSR_RC          = 3'b011;
  localparam CSR_RWI         = 3'b101;
  localparam CSR_RSI         = 3'b110;
  localparam CSR_RCI         = 3'b111;
  localparam MIE_ADDR        = 12'h304;
  localparam MTVEC_ADDR      = 12'h305;
  localparam MSCRATCH_ADDR   = 12'h340;
  localparam MEPC_ADDR       = 12'h341;
  localparam MCAUSE_ADDR     = 12'h342;
endpackage
package memory_pkg;
  localparam INSTR_MEM_SIZE_BYTES = 512;
  localparam INSTR_MEM_SIZE_WORDS = INSTR_MEM_SIZE_BYTES / 4;
  localparam DATA_MEM_SIZE_BYTES  = 512;
  localparam DATA_MEM_SIZE_WORDS  = DATA_MEM_SIZE_BYTES / 4;
endpackage
module PS2Receiver(
  input  logic        clk_i,
  input  logic        rst_i,
  input  logic        kclk_i,
  input  logic        kdata_i,
  output logic [7:0]  keycodeout_o,
  output              keycode_valid_o
  );
  logic       flag;
  logic [3:0] flag_shift;
  logic       kclkf, kdataf;
  logic [3:0] cnt;
  assign keycode_valid_o = flag_shift[0] && !flag_shift[2];
debouncer debounce(
  .clk(clk_i),
  .I0(kclk_i),
  .I1(kdata_i),
  .O0(kclkf),
  .O1(kdataf)
);
always@(posedge clk_i) begin
  if(rst_i) begin
    flag_shift <= '0;
  end
  else begin
    flag_shift <= {flag_shift[2:0], flag};
  end
end
always_ff @(negedge kclkf or posedge rst_i)begin
  if(rst_i) begin
    cnt <= '0;
  end
  else if (cnt <= 9) begin
    cnt <= cnt + 1;
  end
  else begin
    cnt <= '0;
  end
end
always_ff @(negedge kclkf or posedge rst_i) begin
  if(rst_i) begin
    keycodeout_o <= '0;
  end
  else begin
    case(cnt)
      1:keycodeout_o[0]<=kdataf;
      2:keycodeout_o[1]<=kdataf;
      3:keycodeout_o[2]<=kdataf;
      4:keycodeout_o[3]<=kdataf;
      5:keycodeout_o[4]<=kdataf;
      6:keycodeout_o[5]<=kdataf;
      7:keycodeout_o[6]<=kdataf;
      8:keycodeout_o[7]<=kdataf;
      default: keycodeout_o <= keycodeout_o;
    endcase
  end
end
assign flag = cnt == 9;
endmodule
module debouncer(
  input  logic clk,
  input  logic I0,
  input  logic I1,
  output logic O0,
  output logic O1
    );
  logic [4:0]cnt0, cnt1;
  logic Iv0=0,Iv1=0;
  logic out0, out1;
  always_ff @(posedge(clk))begin
    if (I0==Iv0) begin
      if (cnt0==19)O0<=I0;
      else cnt0<=cnt0+1;
    end
    else begin
      cnt0<=5'd0;
      Iv0<=I0;
    end
    if (I1==Iv1)begin
      if (cnt1==19)O1<=I1;
      else cnt1<=cnt1+1;
    end
    else begin
      cnt1<=5'd0;
      Iv1<=I1;
    end
  end
endmodule
module ps2_sb_ctrl(
    input  logic         clk_i,
    input  logic         rst_i,
    input  logic [31:0]  addr_i,
    input  logic         req_i,
    input  logic [31:0]  write_data_i,
    input  logic         write_enable_i,
    output logic [31:0]  read_data_o,
    output logic        interrupt_request_o,
    input  logic        interrupt_return_i,
    input  logic kclk_i,
    input  logic kdata_i
);
    logic [7:0] scan_code;
    logic       scan_code_is_unread;
    assign interrupt_request_o = scan_code_is_unread;
    logic [7:0]  keycode_o;
    logic         keycode_valid_o;
    PS2Receiver PS2Receiver_inst(
        .clk_i(clk_i),
        .rst_i(rst_i),
        .kclk_i(kclk_i),
        .kdata_i(kdata_i),
        .keycodeout_o(keycode_o),
        .keycode_valid_o(keycode_valid_o)
    );
    always_ff @(posedge clk_i or posedge rst_i) begin
            if(rst_i) begin
            scan_code<= 8'b0;
        scan_code_is_unread <= 1'b0;
    end else
            if (keycode_valid_o) begin
                scan_code <= keycode_o;
                scan_code_is_unread <= 1'b1;
                if ( req_i && !write_enable_i&& addr_i==32'h00) begin
                        read_data_o <= { 24'b0, scan_code};
                    end
            end else if ( req_i && !write_enable_i&& addr_i==32'h00) begin
                                        read_data_o <= { 24'b0, scan_code};
                                        scan_code_is_unread <= 1'b0;
            end else if  (interrupt_return_i) begin
                            scan_code_is_unread <= 1'b0;
            end else if   ( req_i && !write_enable_i&& addr_i==32'h04) begin
                            read_data_o <= {31'h0, scan_code_is_unread};
             end else if   ( req_i && write_enable_i && addr_i==32'h24  && write_data_i == 1'b1) begin
                           scan_code_is_unread <= 1'b0;
                           scan_code<= 1'b0;
              end
    end
endmodule
==> results.yml <==
# implementation run metrics
run_status:
  status: "finished clean"
pwr:
  ir_worst_vdd_mv: 0.339
  p_total_mw: 1.14
  power.leakage_nw: 1.33
  p_int_mw: 0.899
  p_seq_share_pct: 45.4
  p_sw_share_pct: 20.9
  p_sw_mw: 0.238
  comb_power_share_pct: 15.1
  power.density_mw_per_mm2: 352
  p_clk_share_pct: 39.5
timing:
  hold_viol_final: 0
  unclocked_pins: 12
  setup_viol: 0
  fmax_mhz: 404
  final.min_clock_period_ps: 2480
  rsz0062_at_grt: "no"
  unconstrained_endpoints: 12
  fin_tns_setup_ps: 0
  max_slew_margin_pct: 61.4
  slew_viol_final: 0
  skew_ps: 2.57
  worstMarginPinSlew_ps: 579
  finalCritPeriodShare_pct: 79.9
global_route:
  overflow: 0
  grt_pass1_wl_mm: 7.56
  grt_max_degree: 17
  grt_antenna_before_repair: 0
  grt_pass1_vias: 1631
  track_usage_pct: 19.9
cts:
  cts_resized: 0
  htreeDepth: 2
  clkLatencyLatePin_ps: 280
  cts_setup_buffers: 0
  cts-root-buf: "clkbuf_8"
  cts_tree: "yes"
  clk_path_buf_depth: 2
  clkTransAtPathRegs_ps: 70
  cts_hold_buf: 0
  cts_made_buffers: 5
logic_synthesis:
  area_leaders: "edfxtp_1 (16%), dfrtn_1 (13%), dfxtp_1 (11%), dfrtp_1 (9.8%), buf_4 (7.8%)"
  top_cell: "buf_4"
  yosys_cells: 204
  synthArstFlopShare_pct: 45.7
  synth_chip_area_mm2: 0.00231
  numSynthFlops: 46
  ys_seq_share_pct: 49.7
  common_cells: "buf_4 (24), dfxtp_1 (13), nor4_1 (13)"
  synth.distinct_cells: 40
  ff_type: "dfxtp_1"
  yosysTopAreaCell: "edfxtp_1"
  synth_area_mm2: 0.00231
  synthCells: 204
  yosys_warnings: 3
  synth.avg_cell_area_um2: 11.3
  synth.top_cell.area_share_pct: 15.6
  edf_count: 12
place:
  port_buffers: 79
  hpwl_mm: 3.64
  placed_area_mm2: 0.00310
  dp_cells: 337
  gp_congestion: 0.782
setup_path:
  cp-start-kind: "input port"
  worstPathCellList: "clkdlybuf4s50_1 > or3_4 > or4_4 > o31ai_4 > mux2_4"
  worstSetupPathType: "in -> reg"
  crit_slowest_cell: "or4_4"
  cp.arrival_ps: 2510
  end_kind: "flop"
  cp_max_fo: 8
  cp_slowest_stage_delay_ps: 460
  critPathBufInv: 1
  crit_family: "simple AND/OR/NAND/NOR gates"
  critical_path_required_ps: 3130
die:
  fp_util_pct: 52.6
  die-area_mm2: 0.00489
  chipHeight_um: 69.9
  core_area_mm2: 0.00438
  fp.dieW_um: 69.9
  ios: 104
  rows: 24
drt:
  routedWlPerCell_um: 12.8
  drc: 0
  vias: 1685
  antenna_cells_inserted: 0
  drtIter0Drc: 53
  drtPass1Iterations: 5
  antenna_left: 0
  wirelength_mm: 4.41
  routed_via_density: 4.88
final_layout:
  seq_area_mm2: 0.00115
  comb_area_mm2: 0.00106
  fillers: 310
  finalInstanceArea_mm2: 0.00323
  final_cells: 345
  syn2layout_area_growth_pct: 40.1
  drive_above_1_share_pct: 12.3
run:
  warnings: 30
  maxCapViolations: 0
min_path:
  min_path_type: "reg -> reg"
-- power groups by stage --
stage	Combinational, mW	Clock, mW	Sequential [mW]
CTS	0.174	0.463	0.516
global route	0.188	0.483	0.521
finish	0.171	0.449	0.517
-- metal layers --
layer	vias up	share of wire, %	GRT usage, %
met1	769	44	29.0
met2	51	49	33.3
met3	9	5.4	3.94
met4	0	1.6	2.89
met5	-	0	0
li1	856	-	-
-- cell type report --
type                    count  share of cell area (%)
multi-input cells         153                    32.7
repair buffers             83                    25.4
inverters                   3                   0.348
clock buffers               6                    2.90
clock inverters             2                    1.20
well taps                  52                    2.01
flip-flops and latches     46                    35.4
-- cell usage in the layout, fill, tap and decap left out, types with 3 or more instances in the layout --
cell	netlist	routed
dfrtn_1	12	12
dfxtp_1	13	13
nand3_1	6	6
edfxtp_1	12	12
nor4_1	13	13
xnor2_1	3	3
o21ai_0	4	4
mux2i_1	10	10
nor2b_1	5	5
ha_1	7	7
dfrtp_1	9	9
conb_1	1	24
nand2b_1	3	3
clkdlybuf4s50_1	0	79
nand2_1	12	12
xor2_1	8	8
mux2_2	8	8
inv_1	3	3
a21oi_1	8	8
clkbuf_8	0	5
nor2_1	12	12
buf_4	24	4
and2_2	7	7
-- state kept, by name, summed over array words and instances (netlist names), 3 cells and up --
signal                          count
PS2Receiver_inst.cnt                4
scan_code                           8
PS2Receiver_inst.debounce.cnt1      5
PS2Receiver_inst.flag_shift         3
PS2Receiver_inst.debounce.cnt0      5
read_data_o                         8
PS2Receiver_inst.keycodeout_o       8
-- final timing paths --
kind,start,to,slack [ps],cells after the start
setup / recovery,addr_i[4],read_data_o[0],620,5
hold / removal,PS2Receiver_inst.flag_shift[1],PS2Receiver_inst.flag_shift[2],440,1
setup reg to reg,PS2Receiver_inst.flag_shift[2],read_data_o[6],1490,5
hold reg to reg,PS2Receiver_inst.flag_shift[1],PS2Receiver_inst.flag_shift[2],440,1
max in group asynchronous,rst_i,scan_code[3],1860,2
min in group asynchronous,rst_i,scan_code[2],860,2
-- kinds of logic after synthesis --
logic type	after synthesis	share of synthesized area (%)
muxes	19	8.89
xor gates and xnor gates	11	4.18
buffers and inverters	28	8.51
AOI/OAI and AO/OA	15	4.23
adders and majority gates	7	3.80
DFF	46	49.7
and+or+nand+nor	77	20.6
other	1	0.163
-- per-stage QoR --
stage / setup slack [ps] / hold slack, ps / util (%)
final: 623 / 441 / 73.7
after global routing: 557 / 469 / 73.7
after CTS: 626 / 446 / 73.7
after detailed placement: 326 / 436 / 70.7
after global placement: 365 / 426 / 70.7
after floorplan: 202 / 414 / -
Power figures rest on the tool's default switching activity, not on a simulated workload.
