[config.mk]
export PLATFORM = sky130hd
export DESIGN_NAME = csr_controller
export DESIGN_NICKNAME = csr_controller
export VERILOG_FILES = /design/flow/design.v
export SDC_FILE = /design/flow/constraint.sdc
export NUM_CORES = 4
export LEC_CHECK = 1
export CORE_UTILIZATION = 40
[constraint.sdc]
current_design csr_controller

set clk_period 9.7
set clk_io_pct 0.2

create_clock -name clk0 -period $clk_period [get_ports {clk_i}]

set non_clock_inputs [all_inputs -no_clocks]
set_input_delay [expr $clk_period * $clk_io_pct] -clock clk0 $non_clock_inputs
set_output_delay [expr $clk_period * $clk_io_pct] -clock clk0 [all_outputs]
[design.v]
package alu_opcodes_pkg;
localparam ALU_OP_WIDTH = 5;
localparam ALU_ADD  = 5'b00000;
localparam ALU_SUB  = 5'b01000;
localparam ALU_XOR  = 5'b00100;
localparam ALU_OR   = 5'b00110;
localparam ALU_AND  = 5'b00111;
localparam ALU_SRA  = 5'b01101;   
localparam ALU_SRL  = 5'b00101;   
localparam ALU_SLL  = 5'b00001;   
localparam ALU_LTS  = 5'b11100;   
localparam ALU_LTU  = 5'b11110;   
localparam ALU_GES  = 5'b11101;   
localparam ALU_GEU  = 5'b11111;   
localparam ALU_EQ   = 5'b11000;   
localparam ALU_NE   = 5'b11001;   
localparam ALU_SLTS = 5'b00010;   
localparam ALU_SLTU = 5'b00011;   
endpackage
package csr_pkg;
  localparam CSR_RW          = 3'b001;
  localparam CSR_RS          = 3'b010;
  localparam CSR_RC          = 3'b011;
  localparam CSR_RWI         = 3'b101;
  localparam CSR_RSI         = 3'b110;
  localparam CSR_RCI         = 3'b111;
  localparam MIE_ADDR        = 12'h304;
  localparam MTVEC_ADDR      = 12'h305;
  localparam MSCRATCH_ADDR   = 12'h340;
  localparam MEPC_ADDR       = 12'h341;
  localparam MCAUSE_ADDR     = 12'h342;
endpackage
package memory_pkg;
  localparam INSTR_MEM_SIZE_BYTES = 512;
  localparam INSTR_MEM_SIZE_WORDS = INSTR_MEM_SIZE_BYTES / 4;
  localparam DATA_MEM_SIZE_BYTES  = 512;
  localparam DATA_MEM_SIZE_WORDS  = DATA_MEM_SIZE_BYTES / 4;
endpackage
module csr_controller (
    input logic clk_i,
    input logic rst_i,
    input logic trap_i,
    input logic [2:0] opcode_i,
    input logic [11:0] addr_i,
    input logic [31:0] pc_i,
    input logic [31:0] mcause_i,
    input logic [31:0] rs1_data_i,
    input logic [31:0] imm_data_i,
    input logic        write_enable_i,
    output logic [31:0] read_data_o,
    output logic [31:0] mie_o,
    output logic [31:0] mepc_o,
    output logic [31:0] mtvec_o
);
  logic [31:0] VeD, vXRXX, Tzi1KCKE, gfnK, gaSybr;
  logic [31:0] mcause, mscratch;
  logic asdfga;
  logic [31:0] fadfda;
  assign mscratch = Tzi1KCKE;
  logic adfader;
  logic [2:0] llafdh;
  logic [31:0] ljlkjavn;
  logic [31:0] ljljlj;
  assign mtvec_o = vXRXX;
  logic [31:0] abvD3l;
  assign mcause = gaSybr;
  logic [31:0] ljiuasdf;
  assign mepc_o = gfnK;
  logic [4:0] suabm1;
  assign asdfga = write_enable_i;
  logic [31:0] ljiufdqwq;
  assign suabm1[3] = asdfga & (fadfda == (32'h0a0f_030f & 32'hf500_0f05));
  assign adfader = trap_i;
  logic [31:0] lkjoiuqer;
  assign ljlkjavn = pc_i;
  assign fadfda = addr_i;
  assign suabm1[4] = asdfga & (fadfda == (32'h0000_0300 | 32'h0000_0004));
  assign lkjoiuqer = mcause_i;
  assign suabm1[2] = asdfga & (fadfda == (32'ha050_0300 ^ 32'ha050_0040));
  assign ljiuasdf = imm_data_i;
  assign llafdh = opcode_i;
  assign suabm1[1] = asdfga & (fadfda == (32'd1234 - 32'd401));
  assign mie_o   = VeD;
  assign suabm1[0] = asdfga & (fadfda == (32'h1dd + 32'h165));
  assign read_data_o = ljiufdqwq;
  assign ljljlj = rs1_data_i;
  always_comb begin
    case (llafdh[2:0])
      0: abvD3l = ljljlj ^ rs1_data_i;
      1: abvD3l = ljljlj;
      2: abvD3l = ljljlj | ljiufdqwq;
      3: abvD3l = ~ljljlj & ljiufdqwq;
      4: abvD3l = ~rs1_data_i ^ ~ljljlj;
      5: abvD3l = ljiuasdf;
      6: abvD3l = ljiuasdf | ljiufdqwq;
      7: abvD3l = ~ljiuasdf & ljiufdqwq;
    endcase
  end
  always_comb begin
    case (fadfda)
      772: ljiufdqwq = VeD;
      773: ljiufdqwq = vXRXX;
      832: ljiufdqwq = Tzi1KCKE;
      833: ljiufdqwq = gfnK;
      834: ljiufdqwq = gaSybr;
      default: ljiufdqwq = 32'd0;
    endcase
  end
  always_ff @(posedge clk_i) begin
    if (rst_i) begin
      VeD <= 32'd0;
    end else if (suabm1[4]) begin
      VeD <= abvD3l;
    end
  end
  always_ff @(posedge clk_i) begin
    if (rst_i) begin
      vXRXX <= 32'd0;
    end else if (suabm1[3]) begin
      vXRXX <= abvD3l;
    end
  end
  always_ff @(posedge clk_i) begin
    if (rst_i) begin
      Tzi1KCKE <= 32'd0;
    end else if (suabm1[2]) begin
      Tzi1KCKE <= abvD3l;
    end
  end
  always_ff @(posedge clk_i) begin
    if (rst_i) begin
      gfnK <= 32'd0;
    end else if (suabm1[1] | adfader) begin
      gfnK <= adfader ? ljlkjavn : abvD3l;
    end
  end
  always_ff @(posedge clk_i) begin
    if (rst_i) begin
      gaSybr <= 32'd0;
    end else if (suabm1[0] | adfader) begin
      gaSybr <= adfader ? lkjoiuqer : abvD3l;
    end
  end
endmodule
[run.sh]
#!/bin/bash
# OpenROAD 26Q1-2900-gdf79404cd8, Yosys 0.63+post, stock flow scripts
make -C /OpenROAD-flow-scripts/flow DESIGN_CONFIG=/design/flow/config.mk WORK_HOME=/design/flow/orfs finish
==> out/qor.csv <==
stage,metric,value,unit
global_route,grtUsageTotal,0.291,
clocking,htreeDepth,4,
timing,hold_viol_final,0,
logic_synthesis,ys.flops,160,
logic_synthesis,ff_type,dfxtp_1,
clocking,root_buffer,clkbuf_16,
cells_and_area,areaGrowthSynthToFinish,37.3,%
critical_path,reg2reg_slack,7.61,ns
job,cap_viol_max_count,0,
critical_path,end_kind,primary output,
logic_synthesis,async_flop_share,0,
floorplan,fp_util,0.413,
logic_synthesis,ys_top_cells_by_area,"dfxtp_1, mux2i_1, nor2_1",
pwr,power-per-cell-area,130,nW/um2
placed_design,dp_hpwl,23.0,mm
logic_synthesis,aoi_share,0.283,
logic_synthesis,ys_cells,1105,
pwr,leakage,4.22,nW
cells_and_area,fin_cells,1604,
logic_synthesis,syn-cell-area,9090,um2
timing,skew,0.00794,ns
logic_synthesis,top_area_frac,0.352,
global_route,grt_pass1_vias,8675,
timing,fin_crit_sh,0.744,
logic_synthesis,common_cells,"dfxtp_1, nor2_1, nand2_1",
global_route,antenna_found_initial,0,
logic_synthesis,top_area_cell,dfxtp_1,
clocking,cts_sinks,160,
cells_and_area,post-route-util,0.567,
floorplan,core_area,22000,um2
placed_design,port_buffers,274,
cells_and_area,drive_gt1_frac,0.108,
clocking,post_cts_resized,0,
run_status,outcome,"complete, no violations",
critical_path,cp.arrival,5.28,ns
floorplan,die_area,23300,um2
logic_synthesis,top_logic_kind,AND-OR/OR-AND gates,
timing,finalSetupViolations,0,
clocking,cts_setup_buffers,0,
job,warnings,25,
logic_synthesis,ys_types,62,
cells_and_area,fillers,2016,
logic_synthesis,edf_count,0,
routing,routed-via-count,9382,
logic_synthesis,xor_area_frac,0.00771,
floorplan,fp-row-count,54,
timing,max_freq,0.139,GHz
clocking,clockBufferDepth,2,
clocking,clk_pin_slew_worst_paths,0.07,ns
global_route,overflow,0,
logic_synthesis,yosys_warnings,1,
floorplan,io-pin-count,275,
placed_design,dpl.cell_count,1572,
routing,viasPerCell,5.85,
routing,post_drt_wl_per_cell,21.0,um
logic_synthesis,adder_share,0,
global_route,grt_max_degree,85,
critical_path,crit_path_max_fanout,24,
routing,drt_iter0_markers,634,
critical_path,startpoint_type,primary input,
routing,wl,33.7,mm
routing,drc,0,
timing,tightest_slew,0.894,ns
clocking,numCtsBuffers,17,
logic_synthesis,simple_gate_area_frac,0.227,
critical_path,crit_type,primary input to primary output,
timing,max-slew-margin-rel,0.403,
logic_synthesis,most_common_cell,dfxtp_1,
critical_path,required,7.76,ns
logic_synthesis,netlist_instances,1105,
timing,fin_crit,7.22,ns
routing,antenna_cells,0,
pwr,ir_worst_vdd,0.115,mV
clocking,cts_hold_repair.buffers,0,
floorplan,fp.dieW,153,um
timing,setup_tns,0,ns
hold_path,hp-class,flop to flop,
timing,slew_viol_final,0,
logic_synthesis,synth.avg_cell_area,8.23,um2
timing,rsz0062_at_grt,false,
logic_synthesis,yosys.stat.seqShare,0.352,
clocking,clock.latency.late_pin,0.43,ns
logic_synthesis,ys_sh_mux,0.0694,
floorplan,die_y,153,um
routing,drtPass1Iterations,23,
placed_design,place_congestion,0.886,
clocking,cts_tree,done,
logic_synthesis,ys_chip_area,9090,um2
pwr,power,1.63,mW
routing,ant_nets,0,
global_route,grt_pass1_wl,51.3,mm
layout make-up:
cell class / count / area, um2 / share of cell area
multi-input cells: 811 / 5340 / 0.428
flip-flops and latches: 160 / 3200 / 0.257
repair buffers: 296 / 2890 / 0.232
clock buffers: 19 / 443 / 0.0355
well taps: 280 / 350 / 0.0281
clock inverters: 13 / 161 / 0.0129
inverters: 25 / 93.8 / 0.00752
sequential cells by signal (all words and copies together), names as in the netlist:
signal	cells
Tzi1KCKE	32
VeD	32
gaSybr	32
gfnK	32
vXRXX	32
final timing paths:
kind,startpoint,endpoint,cells after the start
worst min-delay path,Tzi1KCKE[1],Tzi1KCKE[1],2
worst min register to register,Tzi1KCKE[1],Tzi1KCKE[1],2
worst max-delay path,addr_i[6],read_data_o[10],7
worst max register to register,vXRXX[5],gfnK[5],6
kinds of logic after synthesis:
logic type	count (synthesis)
muxes	62
AOI/OAI and AO/OA	340
and+or+nand+nor	401
xor gates and xnor gates	8
buffers and inverters	134
DFF	160
power by group:
group	total [mW]	leakage (nW)	internal (mW)	switching, mW
Combinational	0.237	2.61	0.117	0.120
Clock	0.703	0.298	0.397	0.306
Sequential	0.686	1.30	0.673	0.0126
Total	1.63	4.22	1.19	0.438
metrics by stage:
stage          hold slack (ns)  setup WS [ns]  area (um2)
4_1_cts                  0.454           2.58       12500
3_5_place_dp             0.445           2.60       11900
2_1_floorplan            0.427           4.36        9090
3_3_place_gp             0.436           2.61       11900
6_report                 0.453           2.48       12500
5_1_grt                  0.475           2.29       12500
worst max-delay path, stage by stage:
cell and delay [ns]:
clkdlybuf4s50_1 0.95, nand2b_1 0.36, nor4_4 0.78, buf_4 0.38
a222oi_1 0.14, o21ai_0 0.18, clkdlybuf4s50_1 0.52
cell usage in the layout, fill, tap and decap left out, types with 5 or more instances in the layout:
| master | instances |
|---|---|
| inv_1 | 25 |
| a211oi_1 | 58 |
| o221ai_1 | 36 |
| or4b_2 | 30 |
| clkbuf_16 | 17 |
| o22ai_1 | 7 |
| a31oi_1 | 11 |
| nor2_1 | 133 |
| nand2b_1 | 16 |
| o31ai_1 | 18 |
| a21oi_1 | 64 |
| nor3_1 | 15 |
| dfxtp_1 | 160 |
| or3b_2 | 8 |
| nand3b_1 | 21 |
| a221oi_1 | 8 |
| a22oi_1 | 24 |
| a222oi_1 | 5 |
| mux2i_1 | 54 |
| nand3_1 | 19 |
| buf_4 | 23 |
| a211oi_2 | 10 |
| nand2_1 | 123 |
| inv_6 | 7 |
| xnor2_1 | 6 |
| a211o_1 | 13 |
| nor2b_1 | 9 |
| a311oi_1 | 13 |
| a221oi_2 | 6 |
| mux2_2 | 8 |
| o21ai_0 | 36 |
| clkdlybuf4s50_1 | 269 |
routing by layer:
layer	up-vias	share of wire	GRT usage	wire, um
li1	4540	-	-	-
met1	4403	0.43	0.415	14400
met2	408	0.46	0.460	15600
met3	31	0.094	0.0745	3150
met4	0	0.016	0.0486	550
met5	-	0	0	0
Power and IR drop assume default switching activity.
