===== ./design.v =====
package alu_opcodes_pkg;
localparam ALU_OP_WIDTH = 5;
localparam ALU_ADD  = 5'b00000;
localparam ALU_SUB  = 5'b01000;
localparam ALU_XOR  = 5'b00100;
localparam ALU_OR   = 5'b00110;
localparam ALU_AND  = 5'b00111;
localparam ALU_SRA  = 5'b01101;   
localparam ALU_SRL  = 5'b00101;   
localparam ALU_SLL  = 5'b00001;   
localparam ALU_LTS  = 5'b11100;   
localparam ALU_LTU  = 5'b11110;   
localparam ALU_GES  = 5'b11101;   
localparam ALU_GEU  = 5'b11111;   
localparam ALU_EQ   = 5'b11000;   
localparam ALU_NE   = 5'b11001;   
localparam ALU_SLTS = 5'b00010;   
localparam ALU_SLTU = 5'b00011;   
endpackage
package csr_pkg;
  localparam CSR_RW          = 3'b001;
  localparam CSR_RS          = 3'b010;
  localparam CSR_RC          = 3'b011;
  localparam CSR_RWI         = 3'b101;
  localparam CSR_RSI         = 3'b110;
  localparam CSR_RCI         = 3'b111;
  localparam MIE_ADDR        = 12'h304;
  localparam MTVEC_ADDR      = 12'h305;
  localparam MSCRATCH_ADDR   = 12'h340;
  localparam MEPC_ADDR       = 12'h341;
  localparam MCAUSE_ADDR     = 12'h342;
endpackage
package memory_pkg;
  localparam INSTR_MEM_SIZE_BYTES = 512;
  localparam INSTR_MEM_SIZE_WORDS = INSTR_MEM_SIZE_BYTES / 4;
  localparam DATA_MEM_SIZE_BYTES  = 512;
  localparam DATA_MEM_SIZE_WORDS  = DATA_MEM_SIZE_BYTES / 4;
endpackage
module adder32(
    input logic [31:0] a_i,
    input logic [31:0] b_i,
    input logic carry_i,
    output logic [31:0] sum_o,
    output logic carry_o
);
    logic carry_0, carry_1, carry_2, carry_3, carry_4, carry_5, carry_6;
    adder4 sum0 (
        .a_i(a_i[3:0]),
        .b_i(b_i[3:0]),
        .carry_i(carry_i),
        .sum_o(sum_o[3:0]),
        .carry_o(carry_0)
    );
    adder4 sum1 (
        .a_i(a_i[7:4]),
        .b_i(b_i[7:4]),
        .carry_i(carry_0),
        .sum_o(sum_o[7:4]),
        .carry_o(carry_1)
    );
    adder4 sum2 (
        .a_i(a_i[11:8]),
        .b_i(b_i[11:8]),
        .carry_i(carry_1),
        .sum_o(sum_o[11:8]),
        .carry_o(carry_2)
    );
    adder4 sum3 (
        .a_i(a_i[15:12]),
        .b_i(b_i[15:12]),
        .carry_i(carry_2),
        .sum_o(sum_o[15:12]),
        .carry_o(carry_3)
    );
    adder4 sum4 (
        .a_i(a_i[19:16]),
        .b_i(b_i[19:16]),
        .carry_i(carry_3),
        .sum_o(sum_o[19:16]),
        .carry_o(carry_4)
    );
    adder4 sum5 (
        .a_i(a_i[23:20]),
        .b_i(b_i[23:20]),
        .carry_i(carry_4),
        .sum_o(sum_o[23:20]),
        .carry_o(carry_5)
    );
    adder4 sum6 (
        .a_i(a_i[27:24]),
        .b_i(b_i[27:24]),
        .carry_i(carry_5),
        .sum_o(sum_o[27:24]),
        .carry_o(carry_6)
    );
    adder4 sum7 (
        .a_i(a_i[31:28]),
        .b_i(b_i[31:28]),
        .carry_i(carry_6),
        .sum_o(sum_o[31:28]),
        .carry_o(carry_o)
    );
endmodule
module adder4(
    input logic [3:0] a_i,
    input logic [3:0] b_i,
    input logic carry_i,
    output logic [3:0] sum_o,
    output logic carry_o
);
    logic carry_0, carry_1, carry_2, carry_3;
    fulladder sum0(
        .a_i(a_i[0]),
        .b_i(b_i[0]),
        .carry_i(carry_i),
        .sum_o(sum_o[0]),
        .carry_o(carry_0)
    );
    fulladder sum1(
        .a_i(a_i[1]),
        .b_i(b_i[1]),
        .carry_i(carry_0),
        .sum_o(sum_o[1]),
        .carry_o(carry_1)
    );
    fulladder sum2(
        .a_i(a_i[2]),
        .b_i(b_i[2]),
        .carry_i(carry_1),
        .sum_o(sum_o[2]),
        .carry_o(carry_2)
    );
    fulladder sum3(
        .a_i(a_i[3]),
        .b_i(b_i[3]),
        .carry_i(carry_2),
        .sum_o(sum_o[3]),
        .carry_o(carry_o)
    );
endmodule
module fulladder(
    input logic a_i,
    input logic b_i,
    input logic carry_i,  
    output logic sum_o, 
    output logic carry_o
);
assign sum_o = (a_i ^ b_i) ^ carry_i;
assign carry_o = (a_i & b_i) | ((a_i ^ b_i) & carry_i);
endmodule

===== ./run.sh =====
#!/bin/bash
# OpenROAD 26Q1-2900-gdf79404cd8, Yosys 0.63+post, stock flow scripts
make -C /OpenROAD-flow-scripts/flow DESIGN_CONFIG=/design/flow/config.mk WORK_HOME=/design/flow/orfs finish

===== ./config.mk =====
export PLATFORM = sky130hd
export DESIGN_NAME = adder32
export DESIGN_NICKNAME = adder32
export VERILOG_FILES = /design/flow/design.v
export SDC_FILE = /design/flow/constraint.sdc
export NUM_CORES = 4
export LEC_CHECK = 1
export CORE_AREA = 10 10 104 104
export DIE_AREA = 0 0 114 114

===== ./constraint.sdc =====
current_design adder32

set clk_period 41.6
set clk_io_pct 0.2

create_clock -name clk0 -period $clk_period

set non_clock_inputs [all_inputs -no_clocks]
set_input_delay [expr $clk_period * $clk_io_pct] -clock clk0 $non_clock_inputs
set_output_delay [expr $clk_period * $clk_io_pct] -clock clk0 [all_outputs]

==> flow_summary_export.csv <==
group,metric,value,unit
outcome,status,"finished, final reports clean",
grt,grt-ovfl-total,0,
final_timing,min_period,30.16,ns
finish,ff_count,0,
final_timing,fin_tns_setup,0,ns
place,dpl_cell_area,1790,µm²
grt,gr-usage-all-layers,0.0458,
synth,top_area_frac,0.698,
setup_path,critPathMaxFanout,1,
setup_path,required,33.28,ns
setup_path,critPathMaxStageDelay,0.47,ns
power_and_ir_drop,switching_share,0.258,
setup_path,cp_slowest_cell,"clkdlybuf4s50_1",
grt,grt_max_degree,2,
route,route.detailed.drc,0,
route,detail_route.wl_per_cell,12.3,µm
setup_path,arrival,21.84,ns
power_and_ir_drop,p_per_area,14.2,nW/µm²
final_timing,fin_ws,11.44,ns
worst_hold_path,worstHoldStart,"carry_i",
finish,stdcell_area,1790,µm²
floorplan,ios,98,
place,io_buffers,98,
power_and_ir_drop,peakVddDrop,0.00539,mV
setup_path,timing.setup.critical_path_class,"in -> out",
final_timing,setup_viol,0,
floorplan,initCoreUtil,0.106,
setup_path,start_kind,"input port",
synth,synth.distinct_cells,3,
floorplan,fp.dieW,114,µm
worst_hold_path,holdPathStages,5,
place,place_congestion,0.713,
synth,largest_area_cell,"fa_1",
setup_path,end_kind,"output pin",
route,drt_wl_total,3040,µm
floorplan,chip_area,13000,µm²
power_and_ir_drop,p_seq_frac,0,
final_timing,slew-limit-headroom,0.921,
run,warnings,32,
route,final_antenna_net_count,0,
finish,combGateArea,641,µm²
final_timing,fin_crit_sh,0.725,
place,dpl.hpwl,3070,µm
grt,antenna_found_initial,0,
route,dr.pass1.iters,2,
finish,final_core_util,0.207,
synth,area_leaders,"fa_1, buf_4, inv_1",
worst_hold_path,whs_endpoint,"sum_o[0]",
cts,hold_buffers,0,
finish,drive_gt1_frac,0,
synth,yosysCellCount,74,
power_and_ir_drop,p_int,0.0189,mW
synth,ys_seq_frac,0,
finish,clkbuf_count,0,
final_timing,hold_ws,17.68,ns
route,viasPerCell,2.98,
final_timing,rsz0062_at_grt,"false",
floorplan,fp-row-count,34,
cts,post_cts_resize_count,0,
grt,grt_pass1_wl,4770,µm
synth,synthesis.area,918,µm²
place,dpl_worst_slack,11.32,ns
final_timing,hold_violations,0,
route,drt_iter0_drc,2,
power_and_ir_drop,leakagePower,0.670,nW
synth,yosys_area,918,µm²
power_and_ir_drop,p_comb_frac,1.000,
synth,syn_avg_cell_area,12.4,µm²
grt,first_global_vias,887,
setup_path,cpMostUsedCell,"fa_1",
power_and_ir_drop,power_frac_clock,0,
final_timing,tightest_slew,0.119,ns
route,diodes,0,
floorplan,core_area,8680,µm²
power_and_ir_drop,netSwitchingPower,0.00658,mW
synth,yosys_warnings,0,
worst_hold_path,hold_class,"in -> out",
finish,final_layout_top_logic_cells,"clkdlybuf4s50_1, fa_1, inv_1",
route,num_vias,738,
finish,syn2layout_area_growth,95.4,%
finish,n_fill_cell,961,
final_timing,maxSlewViolCount,0,
final_timing,max_freq,33.2,MHz
synth,syn-instance-count,74,
run,timing.max_cap.violations,0,
cts,cts_setup_buffers,0,
finish,regArea,0,µm²
finish,lay_top_count,"clkdlybuf4s50_1",
floorplan,die_height,114,µm
## layout make-up
| class | instances | share of cell area |
|---|---|---|
| timing repair buffer | 98 | 0.547 |
| tap | 108 | 0.0753 |
| inverter | 10 | 0.0209 |
| multi-input combinational | 32 | 0.357 |
## worst max-delay path by stage
stage | start | endpoint | slack [ns] | depth (start not counted)
after CTS | a_i[0] | sum_o[31] | 11.30 | 38
after global routing | b_i[0] | sum_o[31] | 11.00 | 38
final | a_i[0] | sum_o[31] | 11.44 | 38
## layer usage
metal  share of wire  vias up  track usage  routed length [µm]
met3            0.33        0       0.0521                 992
met4               0        0            0                   0
met5               0        -            0                   0
met1            0.36      332       0.0537                1110
li1                -      312            -                   -
met2            0.31       94       0.0577                 940
## metrics by stage
stage               total power [mW]  std cells
finish                        0.0255        248
global route                  0.0293        248
CTS                           0.0265        248
detailed placement            0.0265        248
global placement              0.0262        248
floorplan                     0.0125         74
## cells in the mapped netlist
| library cell | n |
|---|---|
| buf_4 | 32 |
| inv_1 | 10 |
| fa_1 | 32 |
## power by group through the flow
stage,sequential [mW],clock (mW),combinational (mW)
final,0,0,0.0255
after global routing,0,0,0.0293
after CTS,0,0,0.0265
## cells by family (layout without fill, tap and decap cells)
logic type | Yosys count | in the layout | share of synthesized area
buffers and inverters | 42 | 108 | 0.302
adders and majority gates | 32 | 32 | 0.698
## worst max-delay path: cells and delay by family
kind       cells  cell delay [ns]
fa+ha+maj     32            12.39
buf+inv        6             1.13
Power and IR drop assume default switching activity.
